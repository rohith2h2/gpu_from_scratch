==> flow/design.v <==
package gpu_pkg;
  typedef enum logic [2:0] {
    IDLE    = 3'b000,
    FETCH   = 3'b001,
    DECODE  = 3'b010,
    REQUEST = 3'b011,
    WAIT    = 3'b100,
    EXECUTE = 3'b101,
    UPDATE  = 3'b110
  } core_state_t;
  typedef enum logic [1:0] {
    LSU_IDLE       = 2'b00, 
    LSU_REQUESTING = 2'b01, 
    LSU_WAITING    = 2'b10, 
    LSU_DONE       = 2'b11
  } lsu_state_t;
  typedef enum logic [1:0] {
    ALU_ADD = 2'b00,
    ALU_SUB = 2'b01,
    ALU_MUL = 2'b10,
    ALU_DIV = 2'b11
  } alu_op_t;
  typedef struct packed {
    logic [3:0] opcode;    
    logic [3:0] rd;        
    logic [3:0] rs;        
    logic [3:0] rt;        
  } instruction_t;
  localparam OPCODE_ADD   = 4'b0011;
  localparam OPCODE_SUB   = 4'b0100;
  localparam OPCODE_MUL   = 4'b0101;
  localparam OPCODE_DIV   = 4'b0110;
  localparam OPCODE_LDR   = 4'b0111;
  localparam OPCODE_STR   = 4'b1000;
  localparam OPCODE_CONST = 4'b1001;
  localparam OPCODE_CMP   = 4'b1010;
  localparam OPCODE_BR    = 4'b1011;
  localparam OPCODE_RET   = 4'b1111;
  localparam REG_BLOCK_IDX  = 4'd13;   
  localparam REG_BLOCK_DIM  = 4'd14;   
  localparam REG_THREAD_IDX = 4'd15;   
  localparam NZP_N = 3'b100;   
  localparam NZP_Z = 3'b010;   
  localparam NZP_P = 3'b001;   
  typedef enum logic [1:0] {
    REG_SRC_ALU      = 2'b00,   
    REG_SRC_LSU      = 2'b01,   
    REG_SRC_IMM      = 2'b10,   
    REG_SRC_RESERVED = 2'b11    
  } reg_src_t;
endpackage 
`default_nettype none
`timescale 1ns/1ns
module dcr #(
    parameter DATA_WIDTH = 8    
) (
    input  logic                    clk,
    input  logic                    rst_n,              
    input  logic                    write_enable,       
    input  logic [DATA_WIDTH-1:0]   write_data,         
    output logic [DATA_WIDTH-1:0]   thread_count        
);
    logic [DATA_WIDTH-1:0] thread_count_reg;
    assign thread_count = thread_count_reg;
    always_ff @(posedge clk or negedge rst_n) begin
        if (!rst_n) begin
            thread_count_reg <= '0;
        end
        else if (write_enable) begin
            thread_count_reg <= write_data;
        end
    end
endmodule 
==> flow/run.sh <==
#!/bin/bash
# OpenROAD 26Q1-2900-gdf79404cd8, Yosys 0.63+post, stock flow scripts
make -C /OpenROAD-flow-scripts/flow DESIGN_CONFIG=/design/flow/config.mk WORK_HOME=/design/flow/orfs finish
==> flow/config.mk <==
export PLATFORM = sky130hd
export DESIGN_NAME = dcr
export DESIGN_NICKNAME = dcr
export VERILOG_FILES = /design/flow/design.v
export SDC_FILE = /design/flow/constraint.sdc
export NUM_CORES = 4
export LEC_CHECK = 1
export CORE_AREA = 10 10 70 70
export DIE_AREA = 0 0 80 80
==> flow/constraint.sdc <==
current_design dcr

set clk_period 1.5
set clk_io_pct 0.2

create_clock -name clk0 -period $clk_period [get_ports {clk}]

set non_clock_inputs [all_inputs -no_clocks]
set_input_delay [expr $clk_period * $clk_io_pct] -clock clk0 $non_clock_inputs
set_output_delay [expr $clk_period * $clk_io_pct] -clock clk0 [all_outputs]
==> Changelog: implementation <==
### Metrics

- Status: finished, final reports clean
- Crit start category: flop
- CTS tree: yes
- Synth warn: 1
- Total CTS buffers: 3
- Proportion of layout cells with a drive suffix above 1: between 30% and 40%
- Finished Core Util: roughly 18%
- Final worst path period share: 93.3%
- Worst setup EP type: output pin
- Synth Instances: 17
- Sinks on Clock Net: 8
- DR WL/cell: approximately 11 um
- Area Growth Syn to Fin: 83.4%
- Hold Violations, Final: 0
- Layer with the highest usage: met1
- Worst R2R Path Depth: 1
- Hpwl dp: 786 um
- Yosys reg bits: 8
- Routability Congestion: 0.749
- Post-CTS sizing: 0
- Diodes inserted: 0
- Die ar.: 6400 um^2
- OpenROAD warnings: 28
- Vias per cell: 2.73
- Mean area per synthesized cell: 19.5 um^2
- Die height: approximately 80 um
- Critical R2R Capture: thread_count_reg[2]
- Postcts setup bufs: 0
- CP Cell Sequence: clkdlybuf4s50_1
- Yosys cell count: 17
- Sequential-to-total area share from yosys stat: 60.4%
- Mapped cell area: 332 um^2
- Final WL: 917 um
- Largest net degree at the start of global routing: 9
- Peak VDD IR: roughly 440 uV
- # DRC: 0
- R2R Path Start: thread_count_reg[2]
- First-pass GRT wire length: about 1.4 mm
- Pwr dens: 879 nW/um^2
- CP max-delay cell: clkdlybuf4s50_1
- Synth unique cells: 3
- I/O Buffers: 18
- DIE WIDTH: about 80 um
- Global route overflow: 0
- WP data arrival: between 1 and 1.5 ns
- Fp_density: 9.71%
- I/O pins: 19
- Count of final setup violators: 0
- Setup TNS Final: 0 ns
- FP Rows: 21
- Worst skew pair latency: around 0.25 ns
- Min Tclk post-route: 1.40 ns
- Worst stage delay on the critical path: approximately 0.48 ns
- Worst Tran Pin Value: 0.369 ns
- Min-Delay Path Class: primary input to asynchronous set/reset pin
- Worst-path clk slew: 0.05 ns
- Root Driver: clkbuf_4
- Static Leak: around 0.00026 uW
- Fill count: 385
- YS chip area: approximately 330 um^2
- WP data required: 1.20 ns
- Top delay family on crit path: buffers and inverters
- Core area: 3420 um^2
- Met3 usage: 2.39%
- Worst path bufs/invs: 1
- Worst reg-to-reg setup slack: 0.73 ns
- Number of detailed-route iterations in the first pass: 3
- Normalized max-slew margin: 75.3%
- Max Fclk: 714 MHz
- Critical path type: flop to output pin
- GRT Total Usage: 3.10%
- Max Slew Vio Count: 0
- Max reg flops: 8
- Worst Path Max Fanout: 2
- RSZ-0062 raised after global routing: false
- Longest Clk Path Bufs: 2
- GR Util met1: about 4.2%
- Drt initial violations: 4
- Clk_skew: 0 ns
- Vias in the first global route: about 260
- Routed Antenna Nets: 0
- H-Tree Depth: 1
- Cts hold-fix bufs: 0
- Initial antenna violation count: 0
- DR vias: 232
- Max cap viols: 0
- M2 GR Usage: 3.93%
==> placed cells by master (no fill, tap or decap), drive strengths merged <==
cell type,Yosys,layout
mux2,8,8
clkbuf,0,3
clkdlybuf4s50,0,18
buf,1,2
dfrtp,8,8
==> cells in the mapped netlist <==
cell / n / area [um^2]
dfrtp_1: 8 / 200
mux2_4: 8 / 120
buf_6: 1 / 11.3
==> metal layers <==
metal / up-vias / part of all wire [%]
li1: 105 / -
met3: 0 / 13
met2: 16 / 38
met4: 0 / 0
met1: 111 / 49
met5: - / 0
==> power by group <==
group,total [uW],internal [uW],switching (uW)
clock,164,91.5,72.8
combinational,119,95.5,23.6
sequential,251,238,13.1
==> stage by stage <==
| stage | hold WS, ns | worst slack, ns | instances | power (uW) | area (um^2) |
|---|---|---|---|---|---|
| global route | 0.342 | 0.0406 | 85 | 573 | 608 |
| detailed placement | 0.498 | 0.0946 | 82 | 376 | 586 |
| floorplan | 0.00441 | 0.658 | 17 | 288 | 332 |
| finish | 0.323 | 0.100 | 85 | 534 | 608 |
| CTS | 0.325 | 0.0728 | 85 | 547 | 608 |
| global placement | 0.504 | 0.117 | 82 | 375 | 586 |
==> worst max-delay path by stage <==
| stage | from | end | depth (start not counted) |
|---|---|---|---|
| 4_1_cts | thread_count_reg[2] | thread_count[2] | 1 |
| 5_1_grt | thread_count_reg[3] | thread_count[3] | 1 |
| 6_report | thread_count_reg[2] | thread_count[2] | 1 |
==> area by class of cell <==
cell class                 instances  area [um^2]  share of cell area [%]
clock buffer                       3         22.5                    3.70
multi-input combinational          8          120                    19.8
tap                               46         57.6                    9.47
timing repair buffer              20          208                    34.2
sequential                         8          200                    32.9
==> kinds of logic (layout without fill, tap and decap cells) <==
| group | count (synthesis) | count (layout) | share of synthesized area (%) |
|---|---|---|---|
| buffers and inverters | 1 | 23 | 3.40 |
| DFF | 8 | 8 | 60.4 |
| muxes | 8 | 8 | 36.2 |
Power figures rest on the tool's default switching activity, not on a simulated workload.
